--- flow/design.v ---
module cronometroRegressivo (clock_in, resetNumero, chaveParar, chaveEscolherCronometro , saida, buzzer);
	input clock_in, resetNumero, chaveParar, chaveEscolherCronometro;
	output reg [4:0] saida;
	output reg buzzer;
	wire [9:0] saidaF;
	wire [1:0] buzzerF;
	cronometroRegressivo14 cronometro14 (.clock_in(clock_in), .reset14(resetNumero), .chaveParar(chaveParar), .chaveNumero(chaveEscolherCronometro), .saida(saidaF[4:0]), .buzzer(buzzerF[0]));
	cronometroRegressivo24 cronometro24 (.clock_in(clock_in), .reset24(resetNumero), .chaveParar(chaveParar), .chaveNumero(chaveEscolherCronometro), .saida(saidaF[9:5]), .buzzer(buzzerF[1]));
	always @* begin
		case (chaveEscolherCronometro)
			1'b0 : begin saida = saidaF[4:0]; buzzer = buzzerF[0]; end
			1'b1 : begin saida = saidaF[9:5]; buzzer = buzzerF[1]; end
		endcase 
	end
endmodule 
module cronometroRegressivo14(clock_in, reset14, chaveParar, chaveNumero, saida, buzzer);
	input clock_in, chaveParar, reset14, chaveNumero;
	output[4:0] saida;
	output buzzer;
	reg [4:0] counter;
	reg nBuzzer;
	initial counter = 5'b01110;
	initial nBuzzer = 1'b0;
	assign saida = counter;
	assign buzzer = nBuzzer;
	always @(negedge clock_in)
	begin
		if ( counter != 5'b00000 && chaveParar == 1'b0 && chaveNumero == 1'b0)  
		begin
			counter <= counter - 1;  
		end
		if (counter != 5'b01110 && reset14 == 1'b1)
		begin 
			nBuzzer <= 1'b0;
			counter <= 5'b01110;
		end 
		if ( counter == 5'b00000)
		begin 
			nBuzzer <= 1'b1;  
		end 
		if (counter != 5'b00000 && nBuzzer == 1'b1)
		begin 
			nBuzzer <= 1'b0;
		end 
	end 
endmodule 
module cronometroRegressivo24(clock_in, reset24, chaveParar, chaveNumero, saida, buzzer);
	input clock_in, chaveParar, reset24, chaveNumero;
	output[4:0] saida;
	output buzzer;
	reg [4:0] counter;
	reg nBuzzer;
	initial counter = 5'b11000;
	initial nBuzzer = 1'b0;
	assign saida = counter;
	assign buzzer = nBuzzer;
	always @(negedge clock_in)
	begin
		if ( counter != 5'b00000 && chaveParar == 1'b0 && chaveNumero == 1'b1) 
		begin
			counter <= counter - 1;  
		end
		if (counter != 5'b11000 && reset24 == 1'b1)
		begin 
			nBuzzer <= 1'b0;
			counter <= 5'b11000;
		end 
		if ( counter == 5'b00000)
		begin 
			nBuzzer <= 1'b1;  
		end 
		if (counter != 5'b00000 && nBuzzer == 1'b1)
		begin 
			nBuzzer <= 1'b0;
		end 
	end 
endmodule 
--- flow/run.sh ---
#!/bin/bash
# OpenROAD 26Q1-2900-gdf79404cd8, Yosys 0.63+post, stock flow scripts
make -C /OpenROAD-flow-scripts/flow DESIGN_CONFIG=/design/flow/config.mk WORK_HOME=/design/flow/orfs finish
--- flow/config.mk ---
export PLATFORM = sky130hd
export DESIGN_NAME = cronometroRegressivo
export DESIGN_NICKNAME = cronometroRegressivo
export VERILOG_FILES = /design/flow/design.v
export SDC_FILE = /design/flow/constraint.sdc
export NUM_CORES = 4
export LEC_CHECK = 1
export CORE_AREA = 10 10 78 78
export DIE_AREA = 0 0 88 88
--- flow/constraint.sdc ---
current_design cronometroRegressivo

set clk_period 2.3
set clk_io_pct 0.2

create_clock -name clk0 -period $clk_period [get_ports {clock_in}]

set non_clock_inputs [all_inputs -no_clocks]
set_input_delay [expr $clk_period * $clk_io_pct] -clock clk0 $non_clock_inputs
set_output_delay [expr $clk_period * $clk_io_pct] -clock clk0 [all_outputs]
==> impl_metrics.env <==
# implementation run metrics
export IMPL_drt_met1_wl_um=805
export IMPL_lay_top_cells="19 x buf_4, 15 x inv_1, 8 x dfxtp_2"
export IMPL_synth_seq_share=0.362
export IMPL_critPathCaptureType="output port"
export IMPL_cts_hold_buf=0
export IMPL_fin_skew_ns=0.00455
export IMPL_drt_vias_per_instance=4.01
export IMPL_path_clk_slew_ns=0.03
export IMPL_p_leak_nw=0.476
export IMPL_rsz0062_at_grt="true"
export IMPL_grt_max_degree=9
export IMPL_htreeDepth=1
export IMPL_path_max_fanout=2
export IMPL_cts_buffers=3
export IMPL_area_growth_pct=59.3
export IMPL_grt_pass1_vias=666
export IMPL_combPwrFrac=0.452
export IMPL_die_h_um=88
export IMPL_cellPowerDensity_nw_per_um2=1020
export IMPL_top_layer="met4"
export IMPL_syn_instance_count=73
export IMPL_dp_hpwl_um=1230
export IMPL_worstRegToRegCells=7
export IMPL_final_setup_tns_ns=-1.57
export IMPL_clk_latency_ns=0.31
export IMPL_setup_violations=6
export IMPL_vias=665
export IMPL_p_int_mw=0.693
export IMPL_wl_per_cell_um=9.85
export IMPL_io_buffer_count=9
export IMPL_cpMaxStageDelayCell="dfxtp_2"
export IMPL_cp_required_ns=1.84
export IMPL_startpoint_type="flop"
export IMPL_synth_cell_types=25
export IMPL_first_pass_iters=4
export IMPL_power_switching_mw=0.384
export IMPL_postRouteAntennaNets=0
export IMPL_worst_hold_slack_ns=0.495
export IMPL_worstSetupPathType="flop to output port"
export IMPL_peakVddDrop_mv=0.216
export IMPL_min_path_cells=2
export IMPL_maxSlewViolCount=0
export IMPL_hold_path_class="flop to flop"
export IMPL_ys_area_um2=664
export IMPL_fin_cells=166
export IMPL_violations="negative setup slack"
export IMPL_swShare=0.357
export IMPL_sequentialPowerShare=0.289
export IMPL_yosysWarningCount=3
export IMPL_grt_overflow_total=0
export IMPL_pwr_share_clk=0.259
export IMPL_grt_pass1_wl_um=2800
export IMPL_wl_met2_um=583
export IMPL_totalWireLength_um=1640
export IMPL_wl_met3_um=192
export IMPL_path_cells="mux2_4 > buf_6"
export IMPL_slowest_delay_ns=0.31
export IMPL_slew_headroom=0.626
export IMPL_status="complete, but fails checks"
export IMPL_rows=24
export IMPL_hold_viol=0
export IMPL_core_um2=4410
export IMPL_avgSynthCellArea_um2=9.10
export IMPL_ys_cells=73
export IMPL_syn_cell_area_um2=664
export IMPL_io_pins=10
export IMPL_tightest_slew_ns=0.560
export IMPL_cts_buffer_depth=2
export IMPL_fp_utilization=0.151
export IMPL_gp_congestion=0.780
export IMPL_grt_usage=0.0436
export IMPL_drt_iter0_markers=20
export IMPL_drive_gt1_frac=0.482
export IMPL_cts_sinks=12
export IMPL_placed_cells=149
export IMPL_antennaDiodeCount=0
export IMPL_timing_final_ws_setup_ns=-0.303
export IMPL_clockRootBuffer="clkbuf_8"
export IMPL_total_power_mw=1.08
export IMPL_timing_max_cap_violations=0
export IMPL_drc_errors=0
export IMPL_worstPathArrival_ns=2.14
export IMPL_fp_dieW_um=88
export IMPL_antenna_found_initial=0
export IMPL_ys_flops=12
export IMPL_final_common_cell="buf_4"
export IMPL_chip_area_um2=7740
export IMPL_warnings=42
export IMPL_cts_tree="done"
final cells by class:
| cell class | count | area (um2) |
|---|---|---|
| fill | 466 | 3360 |
| multi-input combinational | 53 | 425 |
| sequential | 12 | 250 |
| timing repair buffer | 28 | 208 |
| tap | 52 | 65.1 |
| clock inverter | 13 | 50.0 |
| clock buffer | 3 | 41.3 |
| inverter | 5 | 18.8 |
cell usage after synthesis:
library cell  count  area [um2]
nand3_1           2        10.0
nand3b_1          2        15.0
or3_1             6        37.5
nor2_1            1        3.75
o31a_1            1        8.76
mux2_2            4        45.0
or2_0             1        6.26
nand4b_1          2        17.5
dfxtp_1          12         240
a211o_1           1        8.76
nand2b_1          2        12.5
a21boi_1          1        7.51
o31ai_1           1        7.51
o311ai_0          1        8.76
nor4b_2           1        15.0
nor3_1            2        10.0
nand2_1           4        15.0
or4_1             3        22.5
nor4b_4           1        23.8
inv_1             6        22.5
a21oi_1           4        20.0
ha_1              4        50.1
o21ai_0           8        40.0
and2_1            1        6.26
buf_2             2        10.0
what timing repair did:
item,4_1_cts,5_1_grt
setup endpoints to repair,16,10
buffers inserted,1,1
resized,42,9
pin swaps,4,2
state kept, by name, indices dropped and copies added, names as in the netlist:
name,count
cronometro14.counter,5
cronometro24.counter,5
cronometro14.nBuzzer,1
cronometro24.nBuzzer,1
power groups by stage:
stage	Sequential [mW]	Clock, mW	Combinational (mW)
final	0.311	0.279	0.487
after global routing	0.321	0.325	0.554
after CTS	0.311	0.292	0.465
path summary, 6_finish.rpt:
kind,slack [ns],end,start
max,-0.30,saida[3],cronometro14.counter[3]
min,0.50,cronometro24.counter[1],cronometro24.counter[1]
min reg2reg,0.50,cronometro24.counter[1],cronometro24.counter[1]
max reg2reg,0.71,cronometro14.counter[3],cronometro14.counter[1]
routing by layer:
| layer | track usage | vias to the layer above |
|---|---|---|
| met2 | 0.0522 | 19 |
| met4 | 0.0232 | 0 |
| li1 | - | 349 |
| met5 | 0 | - |
| met3 | 0.0262 | 4 |
| met1 | 0.0582 | 293 |
cell families (layout without fill, tap and decap cells):
group	after synthesis	count (layout)	synth area share
and+or+nand+nor	28	28	0.294
muxes	4	4	0.0678
DFF	12	12	0.362
adders and majority gates	4	4	0.0753
buffers and inverters	8	49	0.0490
AOI/OAI and AO/OA	17	17	0.153
stage by stage:
step	area (um2)	utilization	setup WS, ns
after CTS	1020	0.232	-0.311
after global placement	945	0.214	-0.685
after detailed placement	945	0.214	-0.673
after global routing	1060	0.240	-0.352
final	1060	0.240	-0.303
after floorplan	687	-	-0.159
worst max-delay path: cells and delay by family, from the launching register on:
kind | cells | cell delay, ns
flip-flops | 1 | 0.31
multiplexers | 1 | 0.26
buffers and inverters | 1 | 0.11
Power figures rest on the tool's default switching activity, not on a simulated workload.
