==> flow/design.v <==
module D_FF (D, clk, clr, pr, Q);
	input D, clk, clr, pr;
	output reg Q;
	always @(posedge clk, posedge clr, posedge pr) begin
		if(clr) begin
			Q <= 1'b0;
		end
		else if(pr) begin
			Q <= 1'b1;
		end
		else begin
			Q <= D;
		end
	end
endmodule 
module comparadorDeMagnitude( chavePN, A, B, F);
	input chavePN;
	input [6:0] A;
	input [1:0] B;
	output F;
	wire AN6, AN5, AN4, AN3, AN2, AN1, AN0 ;
	not (AN6, A[6]);
	not (AN5, A[5]);
	not (AN4, A[4]);
	not (AN3, A[3]);
	not (AN2, A[2]);
	not (AN1, A[1]);
	not (AN0, A[0]);
	wire BN1, BN0;
	not (BN1, B[1]);
	not (BN0, B[0]);
	wire AL5, AL4,AL3 , AL2, AL1, AL0;
	and And6(AL0, AN6, AN5, AN4, AN3, AN2);
	and And1(AL1, BN1, B[0], AN1, AN0);	
	and And2(AL2, B[1], BN0, AN1);
	and And3(AL4, AN1, A[0]);
	wire OL3, OL2, OL1, OL0;
	or Or2(OL0, AL4, AN0);
	and And4 (AL3, OL0, B[1], B[0]);
	or Or1(OL1,AL3, AL1, AL2);
	and and05 (F, OL1, AL0, chavePN);
endmodule  
module placarTime (clr, pr ,clock, chaveNP, somaBTNs, somaTime);
	input clr, pr, clock, chaveNP;
	input [1:0] somaBTNs;
	output [6:0] somaTime;
	wire [6:0] soma;
	wire validarSoma;
	or or1(validarSoma, somaBTNs[0], somaBTNs[1]);
	somadorSubtrator7bts somadorT1 (.A(somaTime), .B(somaBTNs), .Cin(chaveNP), .S(soma), .Cout());
	registradorPontosTime time01 (.D(soma), .clr(clr), .pr(pr) ,.clock(clock), .validarSoma(validarSoma), .saida(somaTime));
endmodule 
module placarTimes (clr, pr ,clock,chaveNP, chaveTime, somaBTNs,somaTime1, somaTime2, led);
	input clr, pr, clock, chaveNP, chaveTime;
	input [1:0] somaBTNs;
	output [6:0] somaTime1, somaTime2;
	output reg led;
	reg [1:0] paraSomarT1, paraSomarT2;
	wire ledt1, ledt2;
	placarTime time01 (.clr(clr), .pr(pr) ,.clock(clock) ,.chaveNP(chaveNP) , .somaBTNs(paraSomarT1), .somaTime(somaTime1));
	placarTime time02 (.clr(clr), .pr(pr) ,.clock(clock) ,.chaveNP(chaveNP) , .somaBTNs(paraSomarT2), .somaTime(somaTime2));
	comparadorDeMagnitude comparadorTime1 (.chavePN(chaveNP), .A(somaTime1), .B(paraSomarT1), .F(ledt1));
	comparadorDeMagnitude comparadorTime2 (.chavePN(chaveNP), .A(somaTime2), .B(paraSomarT2), .F(ledt2));
	always @* begin
		case (chaveTime)
			1'b0 : begin paraSomarT1 = somaBTNs; paraSomarT2 = 2'b00; led = ledt1 ; end
			1'b1 : begin paraSomarT2 = somaBTNs; paraSomarT1 = 2'b00; led = ledt2 ; end 
			default : begin paraSomarT1 = 2'b00; paraSomarT2 = 2'b00; led = 1'b0 ;end 
		endcase 
	end
endmodule 
module registradorPontosTime (D, clr, pr ,clock, validarSoma, saida);
	input clr ,pr, clock, validarSoma;
	input [6:0] D;
	output [6:0] saida;
	wire saidaQ1, saidaQ2, somaValidada;
	D_FF ffdR01 (.D(validarSoma), .clk(clock), .clr(clr), .pr(pr), .Q(saidaQ1));
	D_FF ffdR02 (.D(saidaQ1), .clk(clock), .clr(clr), .pr(pr), .Q(saidaQ2));
	D_FF ffdR03 (.D(saidaQ2), .clk(clock), .clr(clr), .pr(pr), .Q(somaValidada));
	D_FF ffdRe01 (.D(D[0]), .clk(somaValidada), .clr(clr), .pr(pr), .Q(saida[0]));
	D_FF ffdRe02 (.D(D[1]), .clk(somaValidada), .clr(clr), .pr(pr), .Q(saida[1]));
	D_FF ffdRe03 (.D(D[2]), .clk(somaValidada), .clr(clr), .pr(pr), .Q(saida[2]));
	D_FF ffdRe04 (.D(D[3]), .clk(somaValidada), .clr(clr), .pr(pr), .Q(saida[3]));
	D_FF ffdRe05 (.D(D[4]), .clk(somaValidada), .clr(clr), .pr(pr), .Q(saida[4]));
	D_FF ffdRe06 (.D(D[5]), .clk(somaValidada), .clr(clr), .pr(pr), .Q(saida[5]));
	D_FF ffdRe07 (.D(D[6]), .clk(somaValidada), .clr(clr), .pr(pr), .Q(saida[6]));
endmodule 
module somador1bt( A, B, Cin, S, Cout);
	input A, B, Cin;
	output S, Cout;
	wire T1, T2, T3;
	xor Xor0(T1, A, B);
	xor Xor1 (S, T1, Cin);
	and And0(T2, A, B);
	and And1(T3, T1, Cin);
	or Or0(Cout, T2, T3);
endmodule 
module somadorSubtrator7bts (A, B, Cin, S, Cout);
	input [6:0] A;
	input [1:0] B;
	input Cin;
	output [6:0] S;
	output Cout;
	wire x = 1'b0;
	wire c1, c2, c3, c4, c5, c6;
	wire B1, B2, B3, B4, B5, B6, B7;
	xor xor0(B1, Cin, B[0]);
	xor xor1(B2, Cin, B[1]);
	xor xor2(B3, Cin, x);
	xor xor3(B4, Cin, x);
	xor xor4(B5, Cin, x);
	xor xor5(B6, Cin, x);
	xor xor6(B7, Cin, x);	
	somador1bt r1 (.A(A[0]), .B(B1), .Cin(Cin), .S(S[0]), .Cout(c1));
	somador1bt r2 (.A(A[1]), .B(B2), .Cin(c1), .S(S[1]), .Cout(c2));
	somador1bt r3 (.A(A[2]), .B(B3), .Cin(c2), .S(S[2]), .Cout(c3));
	somador1bt r4 (.A(A[3]), .B(B4), .Cin(c3), .S(S[3]), .Cout(c4));
	somador1bt r5 (.A(A[4]), .B(B5), .Cin(c4), .S(S[4]), .Cout(c5));
	somador1bt r6 (.A(A[5]), .B(B6), .Cin(c5), .S(S[5]), .Cout(c6));
	somador1bt r7 (.A(A[6]), .B(B7), .Cin(c6), .S(S[6]), .Cout(Cout));
endmodule 
==> flow/run.sh <==
#!/bin/bash
# OpenROAD 26Q1-2900-gdf79404cd8, Yosys 0.63+post, stock flow scripts
make -C /OpenROAD-flow-scripts/flow DESIGN_CONFIG=/design/flow/config.mk WORK_HOME=/design/flow/orfs finish
==> flow/config.mk <==
export PLATFORM = sky130hd
export DESIGN_NAME = placarTimes
export DESIGN_NICKNAME = placarTimes
export VERILOG_FILES = /design/flow/design.v
export SDC_FILE = /design/flow/constraint.sdc
export NUM_CORES = 4
export LEC_CHECK = 1
export CORE_AREA = 10 10 109 109
export DIE_AREA = 0 0 119 119
==> flow/constraint.sdc <==
current_design placarTimes

set clk_period 1.1
set clk_io_pct 0.2

create_clock -name clk0 -period $clk_period [get_ports {clock}]

set non_clock_inputs [all_inputs -no_clocks]
set_input_delay [expr $clk_period * $clk_io_pct] -clock clk0 $non_clock_inputs
set_output_delay [expr $clk_period * $clk_io_pct] -clock clk0 [all_outputs]
==> Slide: Implementation Results <==
Physical Implementation Snapshot

Run status
  – Outcome: complete, but fails checks
  – Failing checks: setup timing

Flow run
  – Tool warnings: 43
  – Max cap viols: 0

Timing
  – Final Hold Fails: 0
  – Final Skew: 0.453 ps
  – Final setup fails: 1
  – Register pins left without a clock: 14
  – Max Fclk: ~800 MHz
  – Endpoints left unconstrained: 28
  – Setup ws final: -148 ps
  – RSZ-0062 raised after global routing: true
  – Cycle use final: 1.13
  – Fin crit period: around 1200 ps
  – Final Max Slew Viols: 0
  – Max-slew headroom: 0.791
  – Worst Max-Slew Pin Slew: around 310 ps

CTS
  – Clock buffer count from CTS: 3
  – H-tree depth: 1
  – Clk pin slew, worst setup/hold paths: about 30 ps
  – Hold-fix buffer count after cts: 0
  – CTS Root Cell: clkbuf_8
  – Setup Fix Bufs, Post-CTS: 0
  – Clock Path Buffers: 2
  – CTS tree: yes
  – Clock latency (worst-skew pair): roughly 220 ps

Synthesis
  – Yosys reg bits: 20
  – Cell Area, Synth: 1230 um2
  – Yosys stat area: ~1200 um2
  – Biggest area cells: dfbbp_1, fa_1, buf_4
  – Yosys cell count: 86
  – Post-synthesis sequential area ratio: 0.531
  – Warnings, synthesis: 3
  – Number of library cell types mapped by synthesis: 23
  – Post-Syn Instances: between 80 and 90
  – Synthesized area per cell: 14.3 um2
  – Leading area contributor after synthesis: dfbbp_1
  – Top-area cell share: 0.531

Global routing
  – Global-route wire length before repair: 4220 um
  – Number of global-route vias before repair: 786
  – Total Routing Usage GR: 0.0377
  – Largest net degree at the start of global routing: 15
  – Initial antenna violation count: 0
  – Total gr overflow: 0

Drt
  – Met1 Wirelength: 1070 um
  – DRC Markers: 0
  – Vias per cell: 2.92
  – Detailed Route WL: approximately 2500 um
  – Met2 WL: 1390 um
  – DR WL/cell: 10.6 um
  – Diode count: 0
  – DRT iter0 DRCs: 3
  – Antenna Nets Post-Route: 0
  – Vias: 699
  – Top Layer Used: met3
  – Wire length on met3: 80 um
  – Detailed Routing Iterations Pass 1: 2

Final layout
  – Cell area after layout: 1640 um2
  – Register area: 651 um2
  – Number of fill cells: 1,057
  – Share of cells above drive strength 1: 0.217
  – Top Layout Cells: dfbbp_1, clkdlybuf4s50_1, fa_1, buf_4, xnor2_1
  – Most numerous logic cell after layout: dfbbp_1
  – Area Growth Syn to Fin: 34.0%
  – Gate Area: 454 um2

Setup path
  – Critical Path End Type: output port
  – Crit path DAT: around 1000 ps
  – Critical Path Start Type: input port
  – Data required time at the worst endpoint: 880 ps
  – Crit path max fanout: 3
  – CP Class: in2out

Die
  – Die height: 119 um
  – Floorplan utilization: 0.127
  – Core Region: 9640 um2
  – Cell Rows: 36
  – Die area: 14,200 um2
  – # IOs: 22
  – Die width: 119 um

Place
  – DP Worst Slack: -1080 ps
  – Post-place instance area: 1590 um2
  – IO Port Bufs: 21
  – Placer congestion estimate: around 0.77
  – DP Wirelength: 2190 um

Power
  – Cell Int Power: 0.751 mW
  – Reg power frac: 0.404
  – P_sw: 0.241 mW
  – Power Density: 604 nW/um2
  – Static Leak: 0.635 nW
  – Combinational Power Share: 0.277
  – VDD IR max: 0.000324 V
  – Clock power frac: 0.320
  – Sw Ratio: 0.243

Min path
  – Hold crit path type: in2reg
-- metal layers --
metal	up-vias	GRT usage
li1	321	-
met1	367	0.0462
met3	0	0.0120
met4	0	0
met5	-	0
met2	11	0.0674
-- critical path: stages --
cell      delay [ps]
buf_6             70
and4bb_1         220
o21ai_1           70
a211o_1          240
o31ai_2           60
buf_2            140
-- worst paths after layout --
| check | from | to | slack (ps) | depth (start not counted) |
|---|---|---|---|---|
| worst max-delay path | chaveNP | led | -150 | 6 |
| worst min-delay path | chaveTime | time01.time01.ffdR01.Q$_DFFSR_PPP_ | 360 | 3 |
| worst max register to register | time01.time01.ffdR02.Q$_DFFSR_PPP_ | time01.time01.ffdR03.Q$_DFFSR_PPP_ | 500 | 0 |
| worst min register to register | time02.time01.ffdR01.Q$_DFFSR_PPP_ | time02.time01.ffdR02.Q$_DFFSR_PPP_ | 510 | 0 |
| max in group asynchronous | clr | time01.time01.ffdR02.Q$_DFFSR_PPP_ | 340 | 4 |
| min in group asynchronous | pr | time01.time01.ffdR03.Q$_DFFSR_PPP_ | 510 | 3 |
-- cell usage after synthesis --
cell and instances:
dfbbp_1 20, buf_4 14, fa_1 10, xnor2_1 7, nand2_1 6, inv_1 5
nor2_1 4, a21oi_1 2, and2b_1 2, nor3_1 2, o21ai_0 2, a211o_1 1
a21boi_0 1, and2b_2 1, and4bb_1 1, buf_6 1, nor2b_1 1, nor4b_2 1
o21ai_1 1, o21ai_2 1, o31ai_1 1, or2b_1 1, xor2_1 1
-- timing repair --
action | in CTS | in global routing
pin swaps | 4 | 4
gates resized | 24 | 3
endpoints found under the hold margin | 0 | 0
endpoints found under the setup margin | 3 | 1
gates cloned | 0 | 0
-- power groups by stage --
stage     Combinational [mW]  Sequential, mW  Clock [mW]
6_report               0.274           0.400       0.317
5_1_grt                0.319           0.410       0.349
4_1_cts                0.285           0.402       0.333
-- through the flow --
stage                     power (mW)  std cells   util  setup TNS [ps]  hold slack (ps)
after floorplan                0.538         86      -               0              331
after global placement         0.671        236  0.165           -1670              504
after detailed placement       0.686        236  0.165           -1670              503
after CTS                       1.02        239  0.171            -214              349
after global routing            1.08        239  0.170            -216              364
final                          0.992        239  0.170            -148              361
-- cell families after synthesis --
| kind of cell | count (synthesis) | share of synthesized area |
|---|---|---|
| flops | 20 | 0.531 |
| compound gates | 9 | 0.0469 |
| buf+inv | 20 | 0.110 |
| simple gates | 19 | 0.0918 |
| xor+xnor | 8 | 0.0571 |
| fa+ha+maj | 10 | 0.163 |
-- cell type report --
| type | instances | area share |
|---|---|---|
| Sequential cell | 20 | 0.396 |
| Multi-Input combinational cell | 46 | 0.276 |
| Timing Repair Buffer | 32 | 0.190 |
| Tap cell | 133 | 0.101 |
| Clock buffer | 3 | 0.0251 |
| Inverter | 5 | 0.0114 |
No activity file was given, so power comes from the tool's default toggle rates.
