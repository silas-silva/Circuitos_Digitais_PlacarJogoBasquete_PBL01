--- flow/run.sh ---
#!/bin/bash
# OpenROAD 26Q1-2900-gdf79404cd8, Yosys 0.63+post, stock flow scripts
make -C /OpenROAD-flow-scripts/flow DESIGN_CONFIG=/design/flow/config.mk WORK_HOME=/design/flow/orfs finish
--- flow/design.v ---
module clockDivider(clock_in, frequencias );
	input clock_in;
	output [4:0] frequencias;
	reg [27:0] counter;
	initial counter = 0;
	assign frequencias[0] = counter[18];
	assign frequencias[1] = counter[19];
	assign frequencias[2] = counter[24];
	assign frequencias[3] = counter[27];
	always @(posedge clock_in)
	begin
		counter <= counter + 1;  
		if ( counter == 28'b1111111111111111111111111111 )  
		begin
			counter <= 28'd0;  
		end
	end 
endmodule 
--- flow/constraint.sdc ---
current_design clockDivider

set clk_period 6.1
set clk_io_pct 0.2

create_clock -name clk0 -period $clk_period [get_ports {clock_in}]

set non_clock_inputs [all_inputs -no_clocks]
set_input_delay [expr $clk_period * $clk_io_pct] -clock clk0 $non_clock_inputs
set_output_delay [expr $clk_period * $clk_io_pct] -clock clk0 [all_outputs]
--- flow/config.mk ---
export PLATFORM = sky130hd
export DESIGN_NAME = clockDivider
export DESIGN_NICKNAME = clockDivider
export VERILOG_FILES = /design/flow/design.v
export SDC_FILE = /design/flow/constraint.sdc
export NUM_CORES = 4
export LEC_CHECK = 1
export CORE_AREA = 10 10 86 86
export DIE_AREA = 0 0 96 96
==> writeup.txt <==
The flow ran to the end, and the final reports show no timing, DRC or antenna violations. The tree is rooted in a clkbuf_8. The synthesized instance count is 135. Number of cells on the worst hold path: 1. The number of gates resized after CTS was 0. The top cell type by area accounts for 44.2% of the synthesized area. Per the layout report, the design carries 604 filler cells. The power report attributes to the combinational group a share of 0%.

Per the CTS log, the buffer count on the longest clock path is 2. The switching power share of the total works out to 17.5%. The registers reported with the highest flop counts are counter x28. The total number of cells along the worst setup path came out at 1. Per the slew report, the remaining headroom to the max-slew limit stands at 51.7%. The skew report gives the latency at the later pin of the worst-skew pair as 0.27 ns. The timing report gives the biggest stage delay along the critical path as 0.51 ns. The die span in x was 96 microns.

The registers of the reported paths see a clock transition of 0.09 ns. Maximum achievable frequency: 408 MHz. The kind of cell with the highest combined delay on the critical path is buffers and inverters.

The height of the die is 96 microns, and the maximum clock skew at final layout is 0.00369 ns. With the count of unresolved DRC violations after routing at 0, the highest ir drop seen on vdd is 0.000130 V. The floorplan has 27 rows. Listed in order, past its start point the critical path passes clkdlybuf4s50_1. The tools report the total number of vias as 861.

In the final timing run, aggregate negative setup slack is 0 ns. The pin closest to its max-slew limit shows a slew of 0.719 ns. In this run the full chip footprint comes out at 0.00922 sq mm. Summed over all nets, the half-perimeter wirelength after detailed placement is 1430 microns.

The iteration-0 DRC count of the detailed router came out at 59. The final report lists the setup-violating endpoint count as 0. Entering global routing, the biggest net connects 17 pins.

Wire length per cell after detailed routing: 9.90 microns. The run gives 2 as the number of warnings reported in the yosys synthesis log. The tools report the kind of start point of the critical path as a flip-flop. The run gives 0 as the number of failing hold endpoints at the final stage. After clock tree synthesis, the flow added hold-fix buffers numbering 0.

Counting flops with a built-in enable in the synthesized netlist gives 0. In the synthesized netlist the async set-or-reset flop fraction comes to 0%. The share of synthesized area occupied by flip-flops and latches was 44.2%.

The total CTS buffers is 3. For this run, the chip area from Yosys synthesis comes to 0.00127 sq mm. Per the synth log, the flip-flop and latch total comes to 28. For the clock net sink count, the log shows 28.

In this run the cell area of the synthesized design comes to 0.00127 sq mm. For this run, the detailed router reports a per-instance via density of 4.18. The share of the core filled with cells in the final layout was 25.3%; the fraction of power consumed by sequential logic was 55.7%. Sorting the synthesized cells by area gives the leading types as dfxtp_1 (44%), xor2_1 (7.6%), xnor2_1 (6.2%). The commonest register cell is dfxtp_1. The tools report the net switching power figure as 57.4 uW.

In this run, placement finished with an instance count of 202. The number of flip-flops under the largest register name came out at 28. The hold slack was 0.456 ns. Path depth of the worst reg2reg path: 4. Cell internal power was estimated by the tool at 270 uW. The tools report the launch instance of the worst min-delay path as counter[26]. Per the placement log, port buffering inserted 4 buffers. Total power normalized to cell area comes to 234 mW/mm^2. The number of violations of the max-capacitance limit was 0; the count of H-tree levels built during CTS was 1.

The cell total in the yosys stat output was 135. The region available for standard cell placement spans 0.00554 sq mm. After layout, the worst path uses 40.2% of the clock period. For the finished layout, the period the worst path requires is 2.45 ns. The run gives 0 for the total overflow reported by the global router. Top register by number of flip-flops: counter. The tools report the post-route non-filler standard cell count as 206. Number of antenna violations at the first check in global routing: 0.

0 antenna diodes ended up in the layout. In the floorplan report the effective utilization is 22.9%. Per report_power, the clock group accounts for 44.3% of the total.

Warnings raised by the tools during the run amount to 25. Startpoint-to-endpoint class of the critical path: reg2out. Global routing consumed, over all layers together, 4.80% of the routing resources. Cells with a size suffix above 1 make up 7.46% of the layout.

Standard cell with the maximum stage delay on the critical path: clkdlybuf4s50_1. For the final weighted congestion in routability-driven placement, the log shows 0.736. dfxtp_1 takes more of the synthesized area than any other cell. In this run the worst hold path is classified as reg2reg. From synthesis to final layout, the design area changed by 10.7%. Of all nets on the critical path, the largest fanout is 8. The final timing report lists a max-slew violation count of 0. TritonCTS built the clock tree. Data arrival at the endpoint of the critical path: 1.23 ns.

The post-CTS setup-driven buffer insertion count is 0, and the global-route wire length before repair is 3730 microns. A synthesized cell averages 9.39 sq um. The aggregate routed wire length is 2040 microns, and the antenna violation net count after detailed routing is 0. Setup repair after global routing left no endpoint under its margin. The required time of the worst setup path is 4.88 ns, and the standby leakage power is 0.549 nW. The buffering stage count on the worst path with inverters included is 1, and the via count of the first global-routing pass is 835. The post-synthesis cell type count is 32. The worst setup path is captured at an output pin.

The first TritonRoute pass finished after 4 iterations. The floorplan report gives the top-level pin count as 6. The launch point of the critical path was reported as counter[19]. Start of the worst register-to-register path: counter[7].
==> kinds of logic after synthesis <==
family | share of synthesized area [%]
adders and majority gates | 0.987
DFF | 44.2
buffers and inverters | 6.12
other | 0.296
AOI/OAI and AO/OA | 6.02
and+or+nand+nor | 28.5
xor gates and xnor gates | 13.8
==> placed cells by master (no fill, tap or decap), types with 4 or more instances in the layout <==
cell	count
nand3_1	10
nor2_1	11
clkdlybuf4s50_1	4
dfxtp_1	28
xnor2_1	9
nand2_1	10
a21oi_1	6
or4_1	4
nor3_1	5
and4_1	4
xor2_1	11
==> worst paths after layout <==
kind | slack [ns] | to
hold reg to reg | 0.46 | counter[26]
setup reg to reg | 3.92 | counter[3]
hold / removal | 0.46 | counter[26]
setup / recovery | 3.65 | frequencias[1]
==> Yosys cell counts (2+ instances only) <==
master    n
nor4_4    2
or3_1     2
and4_1    4
or4_1     4
nor3_1    5
nor2_1   11
a21oi_1   6
inv_1     3
xnor2_1   9
buf_4     6
o21ai_0   2
nor4_1    2
nand2_1  10
dfxtp_1  28
o31ai_1   3
nand4_1   3
xor2_1   11
nand3_1  10
==> per-layer routing <==
layer	GRT usage [%]	wire [microns]	share of wire [%]	vias to the layer above
li1	-	-	-	466
met1	6.72	1110	54	382
met2	7.29	804	39	11
met3	1.65	110	5.4	2
met4	0.491	19	0.93	0
met5	0	0	0	-
==> metrics by stage <==
step	worst slack [ns]	power (mW)	instance area [sq um]
final	3.65	0.328	1400
after global routing	3.56	0.340	1400
after CTS	3.62	0.332	1400
after detailed placement	3.91	0.187	1330
after global placement	3.94	0.187	1330
after floorplan	4.27	0.187	1270
==> cell type report <==
class,instances,area [sq um],share of cell area (%)
Clock inverter,1,30.0,2.14
Sequential cell,28,561,40.0
Tap cell,72,90.1,6.42
Clock buffer,3,41.3,2.94
Timing Repair Buffer,4,40.0,2.85
Multi-Input combinational cell,95,629,44.9
Inverter,3,11.3,0.803
==> power groups by stage <==
stage,registers [mW],logic [mW],clock network (mW)
CTS,0.183,0.0000572,0.149
global route,0.183,0.0000575,0.157
finish,0.183,0.0000279,0.145
Power is estimated from default activity; no workload was simulated.
